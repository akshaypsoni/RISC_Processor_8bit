==> ./design.v <==
`timescale 1ns / 1ps
module Data_Memory(clk,en_DM_rd,en_DM_wr,mem_addr,mem_din,mem_dout);
  input             clk;				   
  input             en_DM_rd;                              
  input             en_DM_wr;                              
  input      [7:0]  mem_addr;                              
  input      [7:0]  mem_din;                               
  output reg [7:0]  mem_dout;                              
  reg        [7:0]  data_memory[0:255];                    
  always@(posedge clk)
  begin
    if(en_DM_rd)
      begin
        mem_dout              <= data_memory[mem_addr];	   
      end
    if(en_DM_wr)
      begin
        data_memory[mem_addr] <= mem_din;                 
      end
  end
endmodule
==> ./run.sh <==
#!/bin/bash
# OpenROAD 26Q1-2900-gdf79404cd8, Yosys 0.63+post, stock flow scripts
make -C /OpenROAD-flow-scripts/flow DESIGN_CONFIG=/design/flow/config.mk WORK_HOME=/design/flow/orfs finish
==> ./config.mk <==
export PLATFORM = sky130hd
export DESIGN_NAME = Data_Memory
export DESIGN_NICKNAME = Data_Memory
export VERILOG_FILES = /design/flow/design.v
export SDC_FILE = /design/flow/constraint.sdc
export NUM_CORES = 4
export LEC_CHECK = 1
export CORE_UTILIZATION = 50
==> ./constraint.sdc <==
current_design Data_Memory

set clk_period 26.7
set clk_io_pct 0.2

create_clock -name clk0 -period $clk_period [get_ports {clk}]

set non_clock_inputs [all_inputs -no_clocks]
set_input_delay [expr $clk_period * $clk_io_pct] -clock clk0 $non_clock_inputs
set_output_delay [expr $clk_period * $clk_io_pct] -clock clk0 [all_outputs]
==> ci_impl_report.md <==
## Implementation flow summary

| Metric | Value |
|---|---|
| Synth warnings | `1` |
| Yosys Chip Area | `approximately 79000 sq um` |
| Ys cells | `3547` |
| Placer congestion estimate | `between 0.8 and 0.9` |
| Mapped Avg Cell Area | `22.2 sq um` |
| Post-synth seq share | `78.6%` |
| Drt drc | `0` |
| Area leader, netlist | `edfxtp_1` |
| Setup bufs post-CTS | `0` |
| Vias in the first global route | `42.0k` |
| Worst setup EP type | `register` |
| Relative slew slack | `between 20% and 30%` |
| WHS | `1050 ps` |
| Top-area cell type share of the netlist area | `between 70% and 80%` |
| Placed cells | `5556` |
| RSZ-0062 raised after global routing | `no` |
| Post-detail-place hpwl | `114000 um` |
| Peak supply drop | `0.0699 mV` |
| Transition time of the tightest slew-check pin | `1150 ps` |
| WL/cell | `around 32 um` |
| Cell mode on critical path | `buf_4` |
| CP max stage cell | `buf_4` |
| Path length in cells of the critical path | `10` |
| Final period util | `34.2%` |
| Initial antenna violation count | `9` |
| Worst path max stage delay | `680 ps` |
| Chip Height | `398 um` |
| Critical hold path startpoint | `data_memory[244][5]$_DFFE_PP_` |
| Gr usage total | `27.9%` |
| Num rows | `145` |
| Max Clock Skew | `between 20 and 30 ps` |
| Layout Cells excl Fill | `5930` |
| DRT Pass-1 Iters | `5` |
| FF-to-FF path depth | `6` |
| Worst path bufs/invs | `5` |
| Post-CTS Resized | `0` |
| Number of max-cap violations | `0` |
| Setup CP Type | `in -> reg` |
| Max frequency | `109 MHz` |
| Leakage Power | `between 20 and 30 nW` |
| Unique cell types | `21` |
| Placed inst area | `between 80000 and 90000 sq um` |
| Maximum clock insertion buffer count | `3` |
| Endpoints failing hold | `0` |
| Crit path max fanout | `74` |
| Post-route core utilization | `56.6%` |
| Fin. max-slew vios | `0` |
| R2r setup slk | `~24000 ps` |
| Pwr/cell area | `75.7 nW/um^2` |
| Setup Viol. Count Final | `0` |
| Post-route cell area | `88300 sq um` |
| Root Buffer | `clkbuf_16` |
| Status | `finished, final reports clean` |
| GRT overflow | `0` |
| HP Class | `reg -> reg` |
| Die width | `398 um` |
| First-pass GRT wire length | `279000 um` |
| Avg Vias per Cell | `6.28` |
| R2r endpoint | `mem_dout[3]$_DFFE_PP_` |
| Minimum clock period | `9140 ps` |
| Setup TNS | `0 ps` |
| Tool warnings | `26` |
| Num ports | `27` |
| Crit path launch | `mem_addr[0]` |
| Crit path arrival time | `9670 ps` |
| Most frequent logic cell in the layout | `edfxtp_1` |
| Reg-to-Reg Start | `data_memory[171][3]$_DFFE_PP_` |
| Initial DRC Count | `~2.4k` |
| CP Cell Sequence | `buf_8 > buf_4 > buf_12 > buf_4 > mux4_2 > a22oi_1 > a21oi_1 > o41ai_1 > buf_4 > nand4_1` |
| WP data required | `27230 ps` |
| DIE AREA | `159000 sq um` |
| FP Core Util | `50.4%` |
| Largest net degree at the start of global routing | `90` |
| Mapped Cells | `3547` |
| Port Buffers | `26` |
| H-Tree Depth | `4` |
| Clk Latency, worst-skew pair | `830 ps` |
| Inserted Clock Buffers | `200` |
| Top cells by area | `edfxtp_1 (79%), mux4_2 (15%), a22oi_1 (2.4%)` |
| FF+latch count, synth | `around 2.1k` |
| Clock sinks | `2056` |
| Clock-pin slew of the registers on the worst-case setup and hold paths | `60 ps` |
| Most instantiated logic cells after routing | `edfxtp_1 (2056), mux4_2 (512), a22oi_1 (256)` |
| CP Launch Type | `primary input` |
| Post-route ant nets | `0` |
| Crit-path leading delay family | `buffers and inverters` |
| Worst setup path endpoint | `mem_dout[1]$_DFFE_PP_` |
| Hold_buf cts | `0` |
| Core area | `156000 sq um` |
| Via count | `37.2k` |
| CTS tree | `done` |
| Area grow syn2layout | `12.4%` |
| Layout cell share with drive strength beyond 1 | `25.2%` |
| Final WL | `190000 um` |
| Synthesized area | `78600 sq um` |
==> tightest hold or removal path: stages, from the launching register on <==
cell and delay [ps]:
edfxtp_1 310, mux4_2 220, a22oi_1 60, a21oi_1 170, o41ai_1 100, nand4_1 80
==> through the flow <==
step	worst slack (ps)	total power, mW
final	17560	6.69
after global routing	17120	6.89
after CTS	17410	6.74
after detailed placement	16530	3.93
after global placement	16660	3.92
after floorplan	19140	3.79
==> layer usage <==
| layer | track usage (%) | vias to the layer above | wire (um) |
|---|---|---|---|
| met5 | 2.45 | - | 750 |
| met4 | 5.97 | 44 | 5340 |
| met3 | 22.7 | 341 | 34200 |
| met2 | 38.7 | 2440 | 89300 |
| met1 | 36.6 | 18981 | 60500 |
| li1 | - | 15409 | - |
==> registers in the layout, indices dropped and copies added (netlist names) <==
signal	cells
data_memory	2048
mem_dout	8
==> area by class of cell <==
type	count	area (sq um)
Inverter	1	3.75
Fill cell	11033	67700
Antenna cell	2	5.00
Multi-Input combinational cell	1258	15800
Timing Repair Buffer	183	1520
Tap cell	2058	2570
Sequential cell	2056	61700
Clock inverter	137	1480
Clock buffer	235	5200
==> cells by family after synthesis <==
kind of cell	count (synthesis)	share of synthesized area, %
buf+inv	233	1.40
simple gates	330	1.73
flops	2056	78.6
compound gates	416	3.62
mux	512	14.7
==> synthesized netlist by cell type <==
cell	instances
clkbuf_1	145
buf_1	19
a21oi_1	128
buf_2	36
nand3_1	13
o41ai_1	32
edfxtp_1	2056
buf_4	16
nor2_1	232
nand4_1	8
nor2b_1	7
mux4_2	512
inv_1	1
or3_1	1
or2_2	2
nand2_1	28
a22oi_1	256
nor3_1	30
and2_1	3
buf_6	16
nand2b_1	6
==> how the worst min path moves through the flow <==
stage | endpoint | slack, ps | cells after the start
finish | mem_dout[5]$_DFFE_PP_ | 1050 | 5
global route | mem_dout[5]$_DFFE_PP_ | 1080 | 5
CTS | mem_dout[5]$_DFFE_PP_ | 1050 | 5
==> report_power, final <==
group	internal, mW	switching, mW	total, mW
clock	1.66	1.17	2.83
combinational	0.101	0.194	0.294
sequential	3.56	0.00357	3.56
No activity file was given, so power comes from the tool's default toggle rates.
