==> design/flow/design.v <==
`timescale 1ns / 1ps
module Register_File(clk, RA_addr, RD_addr, en_rd, en_WD, WD_addr, RA, RD, WD);
  input            clk;
  input      [4:0] RA_addr;                      
  input      [4:0] RD_addr;                      
  input      [4:0] WD_addr;                      
  input      [7:0] WD;                           
  input            en_rd;                        
  input            en_WD;                        
  output reg [7:0] RD;                           
  output reg [7:0] RA;                           
  reg        [7:0] register_file [31:0];	     
  reg        [5:0] j;
  initial 
  begin
    for(j=0; j<32; j=j+1)
    begin:loop
     register_file[j]=j;	                    
    end
  end
  always@(posedge clk)
  begin
    if(en_rd)
    begin
      RA <= register_file[RA_addr];	           
      RD <= register_file[RD_addr];	           
    end
    if(en_WD)
      register_file[WD_addr] <= WD;	          
  end
endmodule
==> design/flow/run.sh <==
#!/bin/bash
# OpenROAD 26Q1-2900-gdf79404cd8, Yosys 0.63+post, stock flow scripts
make -C /OpenROAD-flow-scripts/flow DESIGN_CONFIG=/design/flow/config.mk WORK_HOME=/design/flow/orfs finish
==> design/flow/config.mk <==
export PLATFORM = sky130hd
export DESIGN_NAME = Register_File
export DESIGN_NICKNAME = Register_File
export VERILOG_FILES = /design/flow/design.v
export SDC_FILE = /design/flow/constraint.sdc
export NUM_CORES = 4
export LEC_CHECK = 1
export CORE_UTILIZATION = 40
==> design/flow/constraint.sdc <==
current_design Register_File

set clk_period 3.9
set clk_io_pct 0.2

create_clock -name clk0 -period $clk_period [get_ports {clk}]

set non_clock_inputs [all_inputs -no_clocks]
set_input_delay [expr $clk_period * $clk_io_pct] -clock clk0 $non_clock_inputs
set_output_delay [expr $clk_period * $clk_io_pct] -clock clk0 [all_outputs]
==> deck_impl_summary.md <==
Flow Results at a Glance

Timing
  – Final setup skew: between 0.02 and 0.025 ns
  – Worst Tran Pin Value: 0.761 ns
  – Setup total negative slack: 0 ns
  – Slew Limit Fails: 0
  – Final hold violation count: 0
  – Cycle use final: about two thirds
  – Unrepaired setup endpoints after global routing: false
  – Worst relative slew slack: approximately half
  – Fmax: 394 MHz
  – Min Tclk post-route: 2.54 ns
  – Final setup viols: 0

Detailed routing
  – Vias: 6,095
  – Detailed-routed wire length on met2: 15,800 um
  – Detailed router's first-iteration violation count: 410
  – Via density: 5.88
  – Diodes inserted: 0
  – Routed wire length: 30,800 um
  – Drt pass-1 iters: 7
  – Met3 Routed Length: 4720 um
  – # DRC: 0
  – Avg WL per Cell: 29.8 um
  – M1 wire length: approximately 9500 um
  – Antenna violation net count after detailed routing: 0
  – Top Layer Used: met5

Outcome
  – Status: complete, no violations

Place
  – Final HPWL DP: approximately 19,000 um
  – I/O Buffers: roughly 41
  – Placement-stage cell area: 0.0135 mm^2
  – Placer's final routability congestion estimate: 0.837

Run
  – Tool Warnings: 25
  – Max_cap viols: 0

Yosys
  – Synthesis area per yosys: between 0.01 and 0.015 mm^2
  – Flops after synth: 272
  – Post-synth seq share: 66.0%
  – Syn Area/Cell: 23.2 um^2
  – Netlist cell types: 14
  – Mapped Area: 0.0124 mm^2
  – Synthesis Warnings: 1
  – Yosys cell count: 532
  – Syn Inst Count: 532

Layout
  – Multi-input logic area: 0.00399 mm^2
  – Layout cell share with drive strength beyond 1: 43.9%
  – Area delta synth->final: 17.8%
  – Flop area: 0.00817 mm^2
  – Fin area: 0.0146 mm^2
  – Filler Cell Count: between 2k and 2.5k

Floorplan
  – Width of the die: 178 um
  – Chip area: around 0.032 mm^2
  – Die Y: 178 um
  – Pre-Place Util: 40.5%
  – CORE AREA: about 0.031 mm^2
  – Core Rows: 64
  – Ports: 42

Clock network
  – CTS max path bufs: 3
  – H-tree levels: 1
  – CTS resizes: 0
  – Clock sinks: 272
  – Clock transition at the registers of the reported paths: around 0.06 ns
  – Post-CTS setup buffer count: 0
  – Root buf cell: clkbuf_16
  – TritonCTS clock tree: yes
  – Later-pin clock latency in the skew report: 0.55 ns
  – Cts bufs inserted: 29
  – Post-CTS Hold Fix Bufs: 0

GRT
  – Total gr overflow: 0
  – GR Util All Layers: 22.8%
  – Vias in the first global route: 7,246
  – First-pass GRT wire length: 45,900 um
  – Pin count of the biggest net entering global routing: 65
  – Initial antenna violation count: 0

Critical path
  – CP Data Arrival Time: about 2.8 ns
  – Crit-path max FO: 27
  – Worst EP required: 4.19 ns
  – Startpoint Class: input port
  – Crit path kind: in2reg
  – Crit path capture type: register

Power and ir drop
  – Peak supply drop: 327 uV
  – Power Dens Cells: 467 mW/mm^2
  – Static Leakage: ~4.6 nW

Worst hold path
  – Hold/Removal Path Class: reg2reg
==> layout by cell type (no fill, tap or decap) <==
cell type	count
nand3_1	2
nand3b_1	5
clkbuf_16	29
clkinvlp_4	1
nand2_1	1
or3_1	1
buf_4	49
clkinv_1	5
nor2_1	33
buf_12	6
inv_6	1
buf_2	2
clkbuf_1	3
mux4_2	160
bufinv_16	8
clkdlybuf4s50_1	37
clkinv_2	6
or3b_2	3
mux2_2	16
edfxtp_1	272
==> cell type report <==
class                           instances  share of cell area [%]
Multi-Input combinational cell        221                    27.4
Timing Repair Buffer                   94                    5.96
Sequential cell                       272                    56.1
Clock buffer                           32                    5.06
Tap cell                              396                    3.40
Clock inverter                         21                    2.10
==> where the power goes <==
part | leakage (nW) | switching [mW] | total, mW | internal (mW)
clock network | 0.510 | 1.10 | 2.98 | 1.88
registers | 2.46 | 0.0247 | 3.30 | 3.27
logic | 1.60 | 0.240 | 0.519 | 0.280
total | 4.57 | 1.36 | 6.80 | 5.44
==> registers in the layout, indices dropped and copies added (netlist names) <==
| name | count |
|---|---|
| register_file | 256 |
| RA | 8 |
| RD | 8 |
==> worst max-delay path: stages <==
cell and delay, ns:
buf_4 0.33, buf_12 0.30, mux4_2 0.57, mux4_2 0.52
mux2_2 0.28
==> cells by family after synthesis <==
logic type / after synthesis / share of synthesized area (%)
buffers and inverters: 39 / 1.69
flip-flops: 272 / 66.0
multiplexers: 176 / 30.6
AND/OR/NAND/NOR: 45 / 1.68
==> Yosys cell counts <==
library cell  count  area (um^2)
nand3_1           2         10.0
buf_4            12         90.1
mux2_2           16          180
buf_6             2         22.5
nand2_1           1         3.75
buf_2             2         10.0
clkbuf_1          7         26.3
buf_1            16         60.1
edfxtp_1        272         8170
or3_1             1         6.26
or3b_2            3         26.3
nor2_1           33          124
mux4_2          160         3600
nand3b_1          5         37.5
==> metrics by stage <==
stage / hold slack, ns / total power [mW] / util, % / setup slack (ns) / cells
after global placement: 0.989 / 3.88 / 44.3 / 0.796 / 983
after CTS: 1.01 / 6.86 / 47.7 / 1.33 / 1036
after detailed placement: 0.996 / 3.89 / 44.3 / 0.743 / 983
after global routing: 1.04 / 6.99 / 47.7 / 1.28 / 1036
after floorplan: 0.879 / 3.66 / - / 1.18 / 532
final: 1.01 / 6.80 / 47.7 / 1.36 / 1036
==> routing by layer <==
layer  global-route usage [%]  vias to the layer above
li1                         -                     2537
met1                     27.1                     3108
met2                     35.5                      397
met3                     15.3                       51
met4                     4.74                        2
met5                     2.56                        -
==> final timing paths <==
path / slack [ns] / cells past startpoint / endpoint / start
worst max-delay path: 1.36 / 5 / RD[2]$_DFFE_PP_ / RD_addr[0]
worst min-delay path: 1.01 / 3 / RA[6]$_DFFE_PP_ / register_file[16][6]$_DFFE_PP_
worst max register to register: 1.91 / 3 / RA[6]$_DFFE_PP_ / register_file[25][6]$_DFFE_PP_
worst min register to register: 1.01 / 3 / RA[6]$_DFFE_PP_ / register_file[16][6]$_DFFE_PP_
Power is estimated from default activity; no workload was simulated.
