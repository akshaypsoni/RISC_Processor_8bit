===== design/flow/config.mk =====
export PLATFORM = sky130hd
export DESIGN_NAME = Alu
export DESIGN_NICKNAME = Alu
export VERILOG_FILES = /design/flow/design.v
export SDC_FILE = /design/flow/constraint.sdc
export NUM_CORES = 4
export LEC_CHECK = 1
export CORE_UTILIZATION = 40

===== design/flow/constraint.sdc =====
current_design Alu

set clk_period 5.2
set clk_io_pct 0.2

create_clock -name clk0 -period $clk_period [get_ports {clk}]

set non_clock_inputs [all_inputs -no_clocks]
set_input_delay [expr $clk_period * $clk_io_pct] -clock clk0 $non_clock_inputs
set_output_delay [expr $clk_period * $clk_io_pct] -clock clk0 [all_outputs]

===== design/flow/design.v =====
`timescale 1ns / 1ps
module Alu(clk, en_alu, RD, RA, aluop, out, cy, zy);
  input         clk;                                            
  input         en_alu;                                         
  input  [7:0]  RD;                                             
  input  [7:0]  RA;  	                                        
  input  [4:0]  aluop;                                          
  output [7:0]  out;                                            
  output        cy,zy;                                          
  reg    [8:0]  result;                                         
  assign cy  =  result[8];                                      
  assign out =  result[7:0];                                    
  assign zy  = (result == 9'd0) ? 1'b1 : 1'b0;                  
  always @(posedge clk)
  begin
    if(en_alu)
    begin
      case(aluop)
        5'b00000: result        <=   RD;                         
        5'b00001: result        <=   RD + RA;                    
        5'b00010: result        <=   RD + RA + result[8];        
        5'b00011: result        <=   RD - RA;                    
        5'b00100: result        <=   RD & RA;                    
        5'b00101: result        <=   RD | RA;                    
        5'b00110: result        <=   RD ^ RA;                    
        5'b00111: result        <=   RD + 1'b1;                  
        5'b01000: result        <=   RD - 1'b1;                  
        5'b01001: result        <=  ~RD;                         
        5'b01010: result[7:0]   <=   RD >> 1;                    
        5'b01011: begin                                          
                   if(RD != RA)
                      result[8] <=   1;
				   else 
                      result[8] <=   0;    
                   result[7:0]  <=  RD;
                  end
        5'b01100: result        <=   {RD[0],result[8],RD[7:1]};   
        5'b01101: result        <=   ~ RD + 1;                    
        5'b01110: result        <=  {result[8],RD[7],RD[7:1]};    
        5'b01111: result        <=  {RD[3:0],RD[7:4]};            
        5'b11110: result        <=  RA;                           
        default : result        <=  0;
      endcase
    end
  end
endmodule

===== design/flow/run.sh =====
#!/bin/bash
# OpenROAD 26Q1-2900-gdf79404cd8, Yosys 0.63+post, stock flow scripts
make -C /OpenROAD-flow-scripts/flow DESIGN_CONFIG=/design/flow/config.mk WORK_HOME=/design/flow/orfs finish

==> results_dict.tcl <==
# yosys + openroad results
set metrics [dict create \
    grt_pass1_vias 2876 \
    grt_max_degree 31 \
    cts_tree "yes" \
    drt-initial-drc-count 313 \
    gr-total-overflow 0 \
    area_leaders "ha_1 (13%), edfxtp_1 (9.9%), nand2_1 (4.2%), nor2_1 (4.1%), inv_1 (3.4%)" \
    cts_resized 0 \
    worstPathCellList "clkdlybuf4s50_1 > ha_1 > inv_1 > fa_1 > nand2b_1 > o2bb2ai_2 > xnor2_1 > xor2_1 > a221o_1 > a211o_1" \
    yosys_cells 372 \
    sw_frac_of_total_pct 43.0 \
    avgRoutedWirePerCell_um 21.4 \
    regMostFlops "result" \
    p_per_area_nw_per_um2 144 \
    edf_count 9 \
    die_h_um 84.8 \
    fin_skew_ps 1.45 \
    dp_hpwl_mm 7.90 \
    seqPwrFrac_pct 21.5 \
    critPathTopFamily "buffers and inverters" \
    fin_tns_setup_ps 0 \
    top_regs "result x9" \
    max_slew_margin_pct 43.6 \
    warnings 42 \
    synthFlopType "edfxtp_1" \
    n_antenna_cell 0 \
    drc 0 \
    core_um2 6490 \
    synthDistinctLibCells 72 \
    period_minus_slack_ps 4170 \
    slowest_stage "clkdlybuf4s50_1" \
    vias 3065 \
    status "finished, final reports clean" \
    setup_viol 0 \
    required_ps 5180 \
    dr.pass1.iters 15 \
    ys.flops 9 \
    r2r-start "result[8]" \
    clock_latency_ps 230 \
    min-delay-start "result[8]" \
    yosys_area_um2 2740 \
    ys_seq_share_pct 9.86 \
    drt-total-wl_mm 10.0 \
    r2r_cells 7 \
    area_growth_pct 14.0 \
    io_buffers 32 \
    postSynthCellCount 372 \
    ios 33 \
    largest_area_cell "ha_1" \
    finalHoldViolCount 0 \
    fmax_mhz 240 \
    cp_slowest_stage_delay_ps 750 \
    crit_path_start "RD[0]" \
    cp.depth 10 \
    min_to "result[0]" \
    pre_cts_ws_ps 827 \
    htree_num_levels 1 \
    vias_per_cell 6.56 \
    cp.arrival_ps 4150 \
    drv_cap 0 \
    mostFrequentLayoutCells "clkdlybuf4s50_1 (32), nand2_1 (31), nor2_1 (30), ha_1 (28), inv_1 (25)" \
    intPower_uw 256 \
    die_w_um 84.8 \
    critPathLaunchType "input pin" \
    clockBufferDepth 2 \
    netlist_area_um2 2740 \
    postCtsHoldBufs 0 \
    hold_path_class "register to register" \
    finalCritPeriodShare_pct 80.2 \
    worst_slack_ps 1030 \
    track_usage_pct 29.7 \
    slew_violations 0 \
    synthArstFlopShare_pct 0 \
    hold_depth 3 \
    worst_setup_path_end_kind "register" \
    path_buffers 2 \
    worst_pin_slew_ps 840 \
    clkPwrFrac_pct 17.7 \
    grt_pass1_wl_mm 16.0 \
    ir_drop_mv 0.0606 \
    final.fill_count 633 \
    rrSetupSlack_ps 2950 \
    path_class "input pin to register" \
    std_cell_rows 29 \
    postCtsSetupBuffers 0 \
    crit_fanout 14 \
    grt_antenna_before_repair 0 \
    ant_nets 0 \
    largest_reg_flops 9 \
    clk_pin_slew_ps 40 \
    top_area_share_pct 12.8 \
    pwr-share-comb_pct 60.8 \
    synth_warnings 1 \
    numCtsBuffers 3 \
    drive_gt1_share_pct 5.90 \
    p_leak_uw 0.00120 \
    cts_sinks 9 \
    cts_root_buffer "clkbuf_8" \
    rsz0062_at_grt "no" \
    place.gp.congestion 1.01 \
    die-area_um2 7190 \
    lay_top_count "clkdlybuf4s50_1" \
    fp_util_pct 42.2 \
    power_switching_uw 193 \
    syn_area_per_cell_um2 7.37 \
    worstReg2RegEnd "result[4]" \
]
-- metrics by stage --
step	hold WS, ps	cell area (um2)	total power, uW	util, %	instances
after floorplan	717	2740	271	-	372
after global placement	1070	3080	366	47.4	463
after detailed placement	1060	3080	365	47.4	463
after CTS	1060	3120	446	48.1	467
after global routing	1120	3120	482	48.1	467
final	1080	3120	449	48.1	467
-- logic make-up (layout without fill, tap and decap cells) --
group | count (synthesis) | in the layout | synth area share [%]
adder cells (fa/ha/maj) | 30 | 30 | 14.2
AND/OR/NAND/NOR | 142 | 142 | 27.3
flip-flops | 9 | 9 | 9.86
AND-OR/OR-AND | 118 | 118 | 32.5
XOR/XNOR | 14 | 14 | 4.47
multiplexers | 10 | 10 | 3.74
buffers and inverters | 49 | 67 | 7.94
-- area by class of cell --
type	count	area, um2	share of cell area [%]
Sequential cell	9	270	8.65
Clock buffer	4	45.0	1.44
Multi-Input combinational cell	314	2250	72.1
Timing Repair Buffer	38	365	11.7
Tap cell	77	96.3	3.08
Inverter	25	93.8	3.00
-- power groups by stage --
stage	logic [uW]	registers (uW)	clock network [uW]
CTS	268	96.7	82.0
global route	300	97.4	85.1
finish	273	96.5	79.5
-- worst reg2reg max path, delay by kind of cell, from the launching register on --
kind                       cells  cell delay [ps]
adders and majority gates      2              470
xor gates and xnor gates       1              110
AOI/OAI and AO/OA              2              610
and+or+nand+nor                2              310
DFF                            1              500
-- worst max-delay path by stage --
stage	to	slack (ps)
after global routing	result[4]	810
after CTS	result[4]	1070
final	result[4]	1030
-- Yosys cell counts, types with 3 or more instances --
master,number
nand2_1,31
nor2_1,30
ha_1,28
inv_1,25
a21oi_1,18
buf_2,15
nand3_1,15
o21ai_0,15
nor3_1,12
nand2b_1,10
edfxtp_1,9
xnor2_1,9
a22oi_1,8
mux2i_1,8
nor4_1,8
o211ai_1,7
a211oi_1,6
a221oi_1,6
clkbuf_1,6
nor2b_1,5
nor3b_1,5
or3_1,5
xor2_1,5
a31oi_1,4
a32oi_1,4
o221ai_1,4
o31ai_1,4
a2111oi_0,3
a21o_1,3
a2bb2oi_1,3
and3_1,3
o2111ai_1,3
o21ai_1,3
or3b_1,3
-- routing by layer --
| layer | GRT usage, % | part of all wire [%] | vias to the layer above |
|---|---|---|---|
| met5 | 0 | 0 | - |
| met4 | 8.78 | 2.9 | 0 |
| met3 | 5.88 | 9.0 | 22 |
| met2 | 44.3 | 43 | 158 |
| met1 | 43.9 | 45 | 1440 |
| li1 | - | - | 1445 |
Power is estimated from default activity; no workload was simulated.
